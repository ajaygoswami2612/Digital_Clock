==> flow/design.v <==
`timescale 1ns / 1ps
module Digital_clock( clock_sec,reset,set_time,set_hour,set_minute,set_am_pm,alarm_hour,
alarm_minute,alarm_am_pm,stopwatch_on,stopwatch_reset,seconds,minutes,hours,am_pm,stopwatch_hours,stopwatch_minutes,stopwatch_seconds,alarm_ringing);
input clock_sec;  
input reset;      
input set_time;
input set_am_pm;   
input alarm_am_pm;
input stopwatch_on;
input stopwatch_reset;
input[3:0] set_hour;
input[5:0] set_minute;
input[3:0] alarm_hour;
input[5:0] alarm_minute;
output am_pm;
output alarm_ringing;
output[3:0] hours;
output[5:0] minutes;
output[5:0] seconds;
output[4:0] stopwatch_hours;
output[5:0] stopwatch_minutes;
output[5:0] stopwatch_seconds;
reg am_pm;
reg alarm_ringing=0;
reg[3:0] hours;
reg[4:0] stopwatch_hours;
reg[5:0] minutes;
reg[5:0] seconds;
reg[5:0] stopwatch_minutes;
reg[5:0] stopwatch_seconds;
always@(posedge clock_sec,posedge reset,posedge set_time)     
begin
if(reset)                                                
    begin
    hours=12;
    minutes=0;
    seconds=0;
    am_pm=0;
    end
else if(set_time)                                   
    begin
    seconds=0;
    minutes=set_minute;
    hours=set_hour;
    am_pm= set_am_pm;
    end
else if(clock_sec)                                  
    begin
    seconds=seconds+1;                             
    if(seconds==60)                                
        begin
        seconds=0;                                 
        minutes=minutes+1;                        
        if(minutes==60)                          
            begin
            minutes=0;                          
            hours=hours+1;                      
            if(hours==12)                       
                begin
                am_pm = ~ am_pm;                
                end
            else if(hours==13)    
                begin
                hours = 1;
                end
            end
        end        
    end
end
always@(clock_sec)                       
begin                                    
if((hours==alarm_hour)&&(minutes==alarm_minute)&&(am_pm==alarm_am_pm))
   alarm_ringing=1'b1;
else alarm_ringing=1'b0;
end
always@(posedge clock_sec, posedge stopwatch_reset)
begin
    if(stopwatch_reset)                                      
        begin                                               
        stopwatch_seconds=0;
        stopwatch_minutes=0;
        stopwatch_hours=0;
        end
    else if(stopwatch_on)                                    
        begin
        stopwatch_seconds=stopwatch_seconds+1;                 
        if(stopwatch_seconds==60)                              
            begin
            stopwatch_seconds=0;                               
            stopwatch_minutes=stopwatch_minutes+1;            
            if(stopwatch_minutes==60)                         
                begin
                stopwatch_minutes=0;                          
                stopwatch_hours = stopwatch_hours+1;          
                if(stopwatch_hours==24)                       
                    begin
                    stopwatch_hours=0;                        
                    end
                end
            end
        end
end
endmodule
==> flow/run.sh <==
#!/bin/bash
# OpenROAD 26Q1-2900-gdf79404cd8, Yosys 0.63+post, stock flow scripts
make -C /OpenROAD-flow-scripts/flow DESIGN_CONFIG=/design/flow/config.mk WORK_HOME=/design/flow/orfs finish
==> flow/config.mk <==
export PLATFORM = sky130hd
export DESIGN_NAME = Digital_clock
export DESIGN_NICKNAME = Digital_clock
export VERILOG_FILES = /design/flow/design.v
export SDC_FILE = /design/flow/constraint.sdc
export NUM_CORES = 4
export LEC_CHECK = 1
export CORE_UTILIZATION = 30
==> flow/constraint.sdc <==
current_design Digital_clock

set clk_period 3.7
set clk_io_pct 0.2

create_clock -name clk0 -period $clk_period [get_ports {clock_sec}]

set non_clock_inputs [all_inputs -no_clocks]
set_input_delay [expr $clk_period * $clk_io_pct] -clock clk0 $non_clock_inputs
set_output_delay [expr $clk_period * $clk_io_pct] -clock clk0 [all_outputs]
==> job_summary.md <==
### Yosys + OpenROAD results

| Metric | Value |
|---|---|
| Synth-to-Final Area Change | 33.93% |
| Yosys chip area | 2220 sq um |
| OpenROAD warning count | 34 |
| Die X-Extent | 88.02 microns |
| Fmax | 354.5 MHz |
| Final core utilization | a little over two fifths |
| Setup TNS Final | 0 ns |
| Hold path cells | 1 |
| Maxcap violations | 0 |
| FF-to-FF End | am_pm$_DFFSRE_PPPP_ |
| Worst hold path endpoint | stopwatch_seconds[4]$_DFFE_PP0P_ |
| Drt first pass iters | 4 |
| Design Area, Final | 2973 sq um |
| Worst skew pair latency | 0.28 ns |
| Clock tree root buffer cell | sky130_fd_sc_hd__clkbuf_8 |
| Number of buffers inserted to repair setup after CTS | 0 |
| Sequential cell area | 933.4 sq um |
| Routed length per placed instance | 13.33 microns |
| Clk pwr share | 26.8% |
| Fraction of synthesis flops using an asynchronous set or reset pin | about 100% |
| Worst path max stage delay | approximately 0.48 ns |
| Largest area contributor in the netlist | sky130_fd_sc_hd__dfrtp_1 |
| Synth warn | 4 |
| Fill count | around 680 |
| Combinational group share of total power | 21.7% |
| Count of final setup violators | 0 |
| Pre-CTS setup slack | ~0.9 ns |
| Top-area cell type share of the netlist area | between 20% and 30% |
| Largest cells by area | sky130_fd_sc_hd__dfrtp_1 (26%), sky130_fd_sc_hd__dfbbp_1 (16%), sky130_fd_sc_hd__nand2_1 (5.9%) |
| Row cnt | 30 |
| Critical path start-end classification | in2out |
| Run status | finished clean |
| Critical path fanouts, max | 1 |
| Post_cts resized | 0 |
| Worst reg-to-reg path cell count | 5 |
| Total routing usage reported by global routing | 14.37% |
| Filler-free cell count of the finished design | between 300 and 400 |
| Final tally of max-slew violations | 0 |
| Arrival time of the worst setup path | 2.08 ns |
| Count of unique library cells instantiated by Yosys | 43 |
| Net Sw Frac | 26.85% |
| Simple-Gate Fraction of Synth Area | 21.03% |
| Sum of routed wire length over all layers | 5264 microns |
| Worst path setup slack after routing | 0.8795 ns |
| Floorplan-stage core utilization | 31.79% |
| Number of diodes added for antenna fixing | 0 |
| Final Total Pwr | 980.0 uW |
| Fin. Hold Viols | 0 |
| Post-Route Skew | 0.006799 ns |
| Power density of the placed cells | 329.6 nW/um^2 |
| Peak ir drop on the vdd network | 0.2787 mV |
| Critical Path, Cell by Cell | clkdlybuf4s50_1 > xnor2_1 > nand4_1 > nor3_1 > clkdlybuf4s50_1 |
| Fraction of power consumed by sequential logic | 51.5% |
| Total net switching power | 263.1 uW |
| Via count of the first global-routing pass | roughly 1,800 |
| Netlist Area Pre-Place | roughly 2200 sq um |
| Placed inst area | 2893 sq um |
| Core Region | around 7000 sq um |
| Lkg Pwr | ~1.2 nW |
| Number of standard cells after synthesis | between 200 and 250 |
| Global placer's final weighted congestion | 0.8291 |
| HPWL reported at the end of detailed placement | 3697 microns |
| Dominant register cell in the synthesized netlist | sky130_fd_sc_hd__dfrtp_1 |
| Register bit total from synthesis | 34 |
| Pin count of the biggest net entering global routing | 18 |
| Mean Syn Cell Area | 9.248 sq um |
| Most frequent CP cell | sky130_fd_sc_hd__clkdlybuf4s50_1 |
| Most common cell in the netlist | sky130_fd_sc_hd__nand2_1 |
| Average via count per standard cell | 4.987 |
| Cell count in the Yosys report | 240 |
| Worst slew margin relative to its limit | a little over two fifths |
| Kind of launch point of the worst setup path | input port |
| Clock slew at the register clock pins of the worst setup and hold paths | 0.06 ns |
| Cell internal power dissipation | 716.9 uW |
| Timing startpoint of the critical path | alarm_hour[3] |
| Gr ovfl total | 0 |
| Via count | between 1,500 and 2,000 |
| # clock sinks | 34 |
| Req. time, crit path | 2.96 ns |
| Post-route worst hold slack | between 0.5 and 0.6 ns |
| Post-synthesis adder-cell area fraction | 4.510% |
| Number of antenna violations at the first check in global routing | 0 |
| Hold bufs inserted after CTS | 0 |
| Synth cell count leaders | sky130_fd_sc_hd__nand2_1 (35), sky130_fd_sc_hd__dfrtp_1 (23), sky130_fd_sc_hd__a21oi_1 (21) |
| Synthesized-area fraction occupied by xor and xnor cells | 6.708% |
| Drt first-iter violations | 62 |
| Capturing element type of the critical path | output pin |
| Remaining DRCs | 0 |
| Chip Footprint | 7747 sq um |
| Delay-heaviest family, CP | buffers and inverters |
| Part of the cycle the worst path needs | 76.23% |
| Number of cells in the design after placement | 387 |
| CTS tree | yes |
| Number of enable flip-flop cells | 0 |
| Combinational family with the most area after synthesis | simple AND/OR/NAND/NOR gates |
| Number of clock buffers inserted by TritonCTS | 5 |
| Period minus WS final | 2.821 ns |
| CTS H-tree depth | 2 |
| Setup repair after global routing missed its margin | no |
| Slowest stage cell, crit path | sky130_fd_sc_hd__clkdlybuf4s50_1 |
| Multiplexer area fraction after synthesis | 3.213% |
| Ratio of cells with drive above 1 in the final layout | 2.341% |
| Buffers added on ports | slightly above 60 |
| Reg-to-reg slack, setup | 1.63 ns |
| Reg-to-reg startpoint | hours[1]$_DFFSRE_PPPP_ |
| Wire length of the first global-routing pass | 8618 microns |
| Multi-input gate area | 1180 sq um |
| Post-Synth AOI/OAI Area | 17.70% |
| Sum of buffers and inverters on the critical path | 2 |
| IO Count | 62 |
| Post-route antenna net violation count | 0 |
| Number of buffers on the longest clock path | 2 |
| Sequential fraction of the synthesis area | between 40% and 50% |
| Type of the tightest min-delay check | reg2reg |
| Die extent in y | 88.02 microns |
| Actual transition at the worst max-transition pin | 0.8470 ns |
| HP Start | stopwatch_seconds[4]$_DFFE_PP0P_ |
-- placed cells by master (no fill, tap or decap), types with 2 or more instances in the layout --
master / netlist / routed
sky130_fd_sc_hd__a21o_1: 3 / 3
sky130_fd_sc_hd__o31ai_1: 2 / 2
sky130_fd_sc_hd__a21oi_1: 21 / 21
sky130_fd_sc_hd__inv_1: 13 / 13
sky130_fd_sc_hd__o21ai_1: 15 / 15
sky130_fd_sc_hd__clkbuf_1: 4 / 3
sky130_fd_sc_hd__o211ai_1: 4 / 4
sky130_fd_sc_hd__xnor2_1: 14 / 14
sky130_fd_sc_hd__nor2b_1: 6 / 6
sky130_fd_sc_hd__and4b_1: 3 / 3
sky130_fd_sc_hd__and4_1: 2 / 2
sky130_fd_sc_hd__dfbbp_1: 11 / 11
sky130_fd_sc_hd__and2_1: 3 / 3
sky130_fd_sc_hd__ha_1: 8 / 8
sky130_fd_sc_hd__clkdlybuf4s50_1: 0 / 61
sky130_fd_sc_hd__a41oi_1: 2 / 2
sky130_fd_sc_hd__nand4_1: 12 / 12
sky130_fd_sc_hd__xor2_1: 3 / 3
sky130_fd_sc_hd__clkbuf_8: 0 / 5
sky130_fd_sc_hd__nor2_1: 9 / 9
sky130_fd_sc_hd__nand2b_1: 3 / 3
sky130_fd_sc_hd__mux2_1: 5 / 5
sky130_fd_sc_hd__a22o_1: 3 / 3
sky130_fd_sc_hd__dfrtp_1: 23 / 23
sky130_fd_sc_hd__o21ai_0: 5 / 5
sky130_fd_sc_hd__nand2_1: 35 / 35
sky130_fd_sc_hd__and3_1: 3 / 3
sky130_fd_sc_hd__nand3_1: 7 / 7
-- layer usage --
layer | wire length [microns] | vias to the layer above | global-route usage [%] | share of wire [%]
met5 | 0 | - | 0 | 0
met4 | 57 | 0 | 1.906 | 1.1
met3 | 416 | 7 | 3.244 | 7.9
met2 | 2271 | 57 | 22.34 | 43
met1 | 2518 | 916 | 21.74 | 48
li1 | - | 990 | - | -
-- worst max path at each step --
stage	endpoint	slack, ns	cells after the start
after CTS	alarm_ringing	0.87	5
after global routing	alarm_ringing	0.81	5
final	alarm_ringing	0.88	5
-- cell families after synthesis --
logic type,Yosys count
and+or+nand+nor,88
buffers and inverters,23
adders and majority gates,8
AOI/OAI and AO/OA,64
muxes,6
DFF,34
xor gates and xnor gates,17
-- flip-flops by register name, summed over array words and instances (netlist names) --
name and count:
minutes 6, hours 4, seconds 6, stopwatch_hours 5
am_pm 1, stopwatch_seconds 6, stopwatch_minutes 6
-- power groups by stage --
| stage | registers, mW | clock network [mW] | logic, mW |
|---|---|---|---|
| 5_1_grt | 0.514 | 0.295 | 0.241 |
| 6_report | 0.504 | 0.263 | 0.213 |
| 4_1_cts | 0.505 | 0.279 | 0.217 |
-- layout make-up --
cell class | count | area share (%)
Clock buffer | 8 | 2.694
Inverter | 13 | 1.641
Multi-Input combinational cell | 183 | 39.69
Sequential cell | 34 | 31.40
Tap cell | 96 | 4.040
Timing Repair Buffer | 61 | 20.54
No activity file was given, so power comes from the tool's default toggle rates.
